<file path="config.mk">
export PLATFORM = sky130hd
export DESIGN_NAME = ifq
export DESIGN_NICKNAME = ifq
export VERILOG_FILES = /design/flow/design.v
export SDC_FILE = /design/flow/constraint.sdc
export NUM_CORES = 4
export LEC_CHECK = 1
export CORE_UTILIZATION = 50
</file>
<file path="constraint.sdc">
current_design ifq

set clk_period 23.9
set clk_io_pct 0.2

create_clock -name clk0 -period $clk_period [get_ports {clk}]

set non_clock_inputs [all_inputs -no_clocks]
set_input_delay [expr $clk_period * $clk_io_pct] -clock clk0 $non_clock_inputs
set_output_delay [expr $clk_period * $clk_io_pct] -clock clk0 [all_outputs]
</file>
<file path="design.v">
`timescale 1ns/1ps
module ifq (
   input              clk,
   input              reset,
   output reg [ 31:0] icache_pcin,
   output reg         icache_ren,
   output reg         icache_abort,
   input      [127:0] icache_dout,
   input              icache_dout_valid,
   output reg [ 31:0] dispatch_pcout_plus4,
   output reg [ 31:0] dispatch_inst,
   output reg         dispatch_empty,
   input              dispatch_ren,
   input      [ 31:0] dispatch_branch_addr,
   input              dispatch_branch_valid
);
   localparam integer N_ENTRY = 4;
   reg  [127:0] mem   [N_ENTRY-1:0];
   reg  [127:0] mem_r [N_ENTRY-1:0];
   reg  [  4:0] wptr, wptr_r;
   reg  [  4:0] rptr, rptr_r;
   reg  [  4:0] rptr_branch, wptr_branch;
   reg  [ 31:0] pcin,  pcin_r;
   reg  [ 31:0] pcout, pcout_r;
   reg  [ 31:0] pcout_branch, pcin_branch;
   reg icache_req, icache_req_r;
   reg dispatch_req;
   reg is_full, will_be_full, is_empty, will_be_empty;
   reg do_inc_rptr, do_inc_wptr;
   reg do_bypass_mem;
   always @(*) begin : fifo_full_empty_proc
      is_empty = (wptr_r[4] == rptr_r[4]) && (wptr_r[3:2] == rptr_r[3:2]);
      is_full  = (wptr_r[4] != rptr_r[4]) && (wptr_r[3:2] == rptr_r[3:2]);
      will_be_empty = (wptr[4] == rptr[4]) && (wptr[3:2] == rptr[3:2]);
      will_be_full  = (wptr[4] != rptr[4]) && (wptr[3:2] == rptr[3:2]);
   end
   always @(*) begin : fifo_ptr_proc
      do_bypass_mem = is_empty & icache_req_r;
      dispatch_req = (~is_empty & dispatch_ren) | do_bypass_mem;
      icache_req = ~will_be_full;
      do_inc_rptr = dispatch_req;
      do_inc_wptr = icache_req_r & icache_dout_valid;
      rptr_branch = {3'h0, dispatch_branch_addr[3:2]};
      wptr_branch = {5'h0};
      rptr = (dispatch_branch_valid) ? rptr_branch : ( (do_inc_rptr) ? rptr_r + 1 : rptr_r );
      wptr = (dispatch_branch_valid) ? wptr_branch : ( (do_inc_wptr) ? wptr_r + 4 : wptr_r );
      pcout_branch = {dispatch_branch_addr[31:2], 2'h0};
      pcin_branch  = {dispatch_branch_addr[31:4], 4'h0};
      pcout = (dispatch_branch_valid) ? pcout_branch      : ( (do_inc_rptr) ? pcout_r + 4 : pcout_r );
      pcin  = (dispatch_branch_valid) ? pcin_branch  + 16 : ( (icache_req)  ? pcin_r + 16 : pcin_r );
   end
   reg  [ 31:0] inst_from_mem_mux_out, inst_from_input_mux_out, bypass_mux_out;
   reg  [127:0] line_from_mem, line_from_input;
   always @(*) begin : bypass_inst_mux_proc
      line_from_input = icache_dout;
      case (rptr_r[1:0])
         2'b00: inst_from_input_mux_out = line_from_input[ 31: 0];
         2'b01: inst_from_input_mux_out = line_from_input[ 63:32];
         2'b10: inst_from_input_mux_out = line_from_input[ 95:64];
         2'b11: inst_from_input_mux_out = line_from_input[127:96];
      endcase
      line_from_mem = mem_r[rptr_r[3:2]];
      case (rptr_r[1:0])
         2'b00: inst_from_mem_mux_out = line_from_mem[ 31: 0];
         2'b01: inst_from_mem_mux_out = line_from_mem[ 63:32];
         2'b10: inst_from_mem_mux_out = line_from_mem[ 95:64];
         2'b11: inst_from_mem_mux_out = line_from_mem[127:96];
      endcase
      case (do_bypass_mem)
         1'b0: bypass_mux_out = inst_from_mem_mux_out;
         1'b1: bypass_mux_out = inst_from_input_mux_out;
      endcase
   end
   always @(*) begin : ifq_oreg_proc
      icache_abort = dispatch_branch_valid & icache_req_r;
      icache_pcin  = (dispatch_branch_valid) ? pcin_branch : pcin_r;
      icache_ren   = icache_req;
      dispatch_pcout_plus4 = (dispatch_branch_valid) ? pcout : pcout_r + 4;
      dispatch_inst        = bypass_mux_out;
      dispatch_empty       = (do_bypass_mem) ? 1'b0 : is_empty;
   end
   always @(*) begin : ifq_mem_proc
      integer i;
      for(i = 0; i < N_ENTRY; i = i + 1) mem[i] = mem_r[i];
      mem[wptr_r[3:2]] = (icache_dout_valid & icache_req_r) ? icache_dout : mem_r[wptr_r[3:2]];
   end
   always @(posedge clk) begin : ifq_flags_reg
      icache_req_r   <= (reset) ? 'h0 : icache_req;
   end
   always @(posedge clk) begin : ifq_ptr_reg
      rptr_r <= (reset) ? 'h0 : rptr;
      wptr_r <= (reset) ? 'h0 : wptr;
   end
   always @(posedge clk) begin : ifq_pc_reg
      pcin_r  <= (reset) ? 'h0 : pcin;
      pcout_r <= (reset) ? 'h0 : pcout;
   end
   always @(posedge clk) begin : ifq_mem_reg
      integer i;
      for(i = 0; i < N_ENTRY; i = i + 1) begin
         mem_r[i] <= (reset) ? 'h0 : mem[i];
      end
   end
endmodule
</file>
<file path="run.sh">
#!/bin/bash
# OpenROAD 26Q1-2900-gdf79404cd8, Yosys 0.63+post, stock flow scripts
make -C /OpenROAD-flow-scripts/flow DESIGN_CONFIG=/design/flow/config.mk WORK_HOME=/design/flow/orfs finish
</file>
==> run notes <==
The worst register-to-register path has a depth of 11. Worst reg-to-reg setup slack: 19.38 ns. The die outline width works out to 248 um.

The run gives 89 for the floorplan row count. As reported, the later end of the worst-skew pair has a clock insertion delay of 0.60 ns. The standard cell core area was 0.0595 mm^2; the setup skew after layout was 0.0120 ns. The run finished with clean final reports.

For this run, the detailed router's first-pass iteration total came to 10. The routed layout has 27,900 vias. Most frequently used cell type in the post-synthesis netlist: sky130_fd_sc_hd__dfxtp_1.

Setup slack on the critical path of the routed design comes to 11.03 ns. The HPWL reported at the end of detailed placement is 66,200 um. At the placement stage, the worst setup path has a slack of 11.03 ns. STA classifies the critical path startpoint as a primary input.

The count of unresolved DRC violations after routing was 0. The number of distinct standard cells referenced by the synthesized netlist was 66. The stage delay of the slowest cell on the critical path was 0.58 ns; the final tally of setup violations was 0. The number of hold buffers added after CTS was 0. The cell that appears most often on the critical path is sky130_fd_sc_hd__clkdlybuf4s50_1. With the aggregate routed wire length at 104,000 um, the residual antenna-violating net count after detailed routing is 0. Per the synth log, the flip-flop and latch total comes to 581. The final estimated routing congestion in global placement came out at 0.900.

For this run, the leading register cell type out of synthesis is sky130_fd_sc_hd__dfxtp_1. The OpenROAD report gives the critical path a data arrival time of 8.09 ns. The clock root buffer master was sky130_fd_sc_hd__clkbuf_16.

The worst hold path startpoint is pcin_r[31]. Looking at the critical path, the single cell with the biggest stage delay is sky130_fd_sc_hd__buf_12. In this run the full chip footprint comes out at 0.0617 mm^2. In the final report, the number of pins over their slew limit comes to 0. The synthesized cell area came out at 0.0304 mm^2. Counting the fill cells in the layout gives 4,832.

Summing over the stages, the warning tally comes to 39. Listed in order, past its start point the critical path passes clkdlybuf4s50_1 > nand2_4 > buf_12 > mux2i_1 > nor3_1 > nor4_4 > buf_4 > and2_1 > inv_2 > clkdlybuf4s50_1. TritonCTS built the clock tree. By startpoint and endpoint, the worst setup path is classified as in -> out. The proportion of synthesized flip-flops having asynchronous set or reset came out at 0%.

Summing all placed instances gives a cell area of 0.0330 mm^2. The number of antenna violations at the first check in global routing is 14. Terminating pin of the worst hold path: pcin_r[31].

The report gives the cell count of the worst hold path as 2. STA classifies the critical path endpoint as an output port. The maximum fanout encountered on the critical timing path was 162; the endpoint required time on the critical path was 19.12 ns. The run gives 51.0% as the initial core utilization.

Using the TritonRoute via totals, the vias-per-cell ratio works out to 6.54. In the final report, the number of hold violations comes to 0. After synthesis, the mean cell area works out to 8.87 um^2. In the synthesis report, Yosys lists the chip area as 0.0304 mm^2. The run gives 0.06 ns for the clock transition at the register clock pins on the worst setup and hold paths after CTS. The tools report the count of H-tree levels built during CTS as 3. The final report gives the core utilization as 59.2%. sky130_fd_sc_hd__dfxtp_1 takes more of the synthesized area than any other cell.

The synthesis log from Yosys contains 3 warnings. The main area contributors are sky130_fd_sc_hd__dfxtp_1 38%, sky130_fd_sc_hd__a211oi_1 13%, sky130_fd_sc_hd__mux4_2 12%. Post-CTS repair changed the size of 0 cells. Cells with a size suffix above 1 make up 11.4% of the layout. The worst path needs 12.87 ns of the cycle, external delays included. The worst path uses 53.8% of the clock period. The startpoint identified for the worst register-to-register timing path is wptr_r[2]. The maximum frequency from static timing analysis was 77.7 MHz. The synthesized netlist was found by Yosys to have 3,422 cells.

The capturing point of the worst reg2reg path is mem_r[2][50]. For this run, the total global-route usage over all layers was measured as 35.0%. The floorplan report gives the top-level pin count as 264. Via count of the first global-routing pass: 26,200. The synthesized design devotes to its leading area cell type 38.3% of total area.

The total clock sinks is 581, and the post-detailed-route wirelength per cell is 24.4 um. Setup repair after global routing left no endpoint under its margin. Per the slew report, the remaining headroom to the max-slew limit stands at 32.4%.

By count the netlist is led by 581 x sky130_fd_sc_hd__dfxtp_1, 568 x sky130_fd_sc_hd__nor2_1, 537 x sky130_fd_sc_hd__a211oi_1. The tools report the peak ir drop on the vdd network as 0.0000523 V. The post-synthesis instance total is 3,422, and the cell area after layout is 0.0352 mm^2. Per the TritonCTS log, the buffer count is 68. Entering global routing, the biggest net connects 163 pins. Total power normalized to cell area comes to 69.8 mW/mm^2. Summed over all layers, the global routing overflow is 0. Counting flops with a built-in enable in the synthesized netlist gives 0. STA reports the tightest min-delay check as being of type reg -> reg. With the first-pass GRT wire length at 157,000 um, the floorplan die height is 248 um. Layout overhead on the synthesized area: 16.0%. The buffer levels on the longest clock path was 3.

The run gives 2,977 as the count of routing violations after the opening detailed-route iteration. Per STA, the startpoint of the critical path is icache_dout_valid. The number of port buffers came out at 257.

The number of buffers inserted by post-CTS setup repair came out at 0. With the sum of negative setup slack at 0 ns, the worst-margin pin slew is 1.01 ns. The run reported a max-capacitance violation count of 0.

The tools report the static leakage as 0.0116 uW. In the Yosys report, the sequential cells make up 38.3% of the chip area.
per-layer routing:
metal  routed length, um  vias up  GRT usage (%)
li1                    -    12900              -
met1               40500    13400           48.5
met2               46200     1338           50.0
met3               12300      201           14.3
met4                4800        8           14.8
met5                  48        -              0
registers in the layout, summed over array words and instances (netlist names):
signal and flops:
pcout_r 32, rptr_r 5, pcin_r 28, wptr_r 3, mem_r 512, icache_req_r 1
metrics by stage:
| stage | hold WS, ns | cells | power (uW) |
|---|---|---|---|
| 2_1_floorplan | 0.445 | 3425 | 1270 |
| 3_3_place_gp | 0.455 | 4137 | 1430 |
| 3_5_place_dp | 0.467 | 4137 | 1440 |
| 4_1_cts | 0.475 | 4255 | 2470 |
| 5_1_grt | 0.506 | 4261 | 2550 |
| 6_report | 0.473 | 4263 | 2460 |
area by class of cell:
| class | instances | area (um^2) | area share, % |
|---|---|---|---|
| Tap cell | 773 | 967 | 2.75 |
| Clock inverter | 18 | 170 | 0.483 |
| Timing Repair Buffer | 318 | 3060 | 8.68 |
| Sequential cell | 581 | 11600 | 33.1 |
| Multi-Input combinational cell | 2385 | 17000 | 48.3 |
| Antenna cell | 8 | 20.0 | 0.0569 |
| Clock buffer | 100 | 2050 | 5.81 |
| Inverter | 80 | 305 | 0.867 |
where the power goes:
part | switching [uW] | internal (uW)
clock network | 412 | 623
registers | 32.5 | 1010
logic | 219 | 161
kinds of logic (layout without fill, tap and decap cells):
logic type / Yosys count / after routing / share of synthesized area (%)
AND/OR/NAND/NOR: 1009 / 1009 / 13.5
other: 1 / 12 / 0.0124
XOR/XNOR: 87 / 87 / 2.56
flip-flops: 581 / 581 / 38.3
multiplexers: 185 / 185 / 12.7
adder cells (fa/ha/maj): 10 / 10 / 0.412
buffers and inverters: 459 / 516 / 6.01
AND-OR/OR-AND: 1090 / 1090 / 26.5
cell usage in the layout, fill, tap and decap left out, drive strengths merged, types with 3 or more instances in the layout:
master / count
a211oi: 538
a21boi: 3
a21oi: 36
a222oi: 190
a22oi: 3
a31oi: 5
and2: 4
and3: 4
buf: 63
bufinv: 3
clkbuf: 100
clkdlybuf4s50: 255
clkinv: 13
conb: 4
dfxtp: 581
diode: 8
ha: 10
inv: 81
mux2: 21
mux2i: 5
mux4: 159
nand2: 314
nand3: 48
nand3b: 8
nand4: 31
nor2: 569
nor3: 12
nor4: 8
o21ai: 278
o31ai: 22
xnor2: 47
xor2: 40
critical path, delay by kind of cell:
family / cells / cell delay [ns]
simple gates: 4 / 0.99
buf+inv: 5 / 1.89
mux: 1 / 0.37
worst max path at each step:
stage	to	slack, ns	cells past startpoint
finish	icache_ren	11.03	10
global route	icache_ren	10.82	10
CTS	icache_ren	11.01	10
Power is estimated from default activity; no workload was simulated.
