==> /design/flow/design.v <==
`timescale 1ns/1ps
module regfile #(
   parameter integer W_ADDR =  5,
   parameter integer W_DATA = 32
)(
   input                   clk,
   input                   reset,
   input      [W_DATA-1:0] cdb_wdata,
   input      [W_DATA-1:0] rst_wen_onehot,
   input      [W_ADDR-1:0] dispatch_rsaddr,
   input      [W_ADDR-1:0] dispatch_rtaddr,
   input      [W_ADDR-1:0] debug_addr,
   output reg [W_DATA-1:0] dispatch_rsdata,
   output reg [W_DATA-1:0] dispatch_rtdata,
   output reg [W_DATA-1:0] debug_data
);
   localparam integer N_ENTRY = 2 ** W_ADDR;
   reg  [W_DATA-1:0] mem   [N_ENTRY-1:0];
   reg  [W_DATA-1:0] mem_r [N_ENTRY-1:0];
   always @(*) begin: reg_file_write_proc
      integer i, count;
      for (i = 0; i < N_ENTRY; i = i + 1) begin
         mem[i] = (rst_wen_onehot[i]) ? cdb_wdata : mem_r[i];
      end
   end
   always @(*) begin : reg_file_read_proc
      dispatch_rsdata = mem_r[dispatch_rsaddr];
      dispatch_rtdata = mem_r[dispatch_rtaddr];
      debug_data      = mem_r[debug_addr];
   end
   always @(posedge clk) begin : reg_file_mem_assign
      integer i;
      for (i = 0; i < N_ENTRY; i = i + 1) begin
         mem_r[i] <= (reset) ? i : mem[i];
      end
   end
endmodule
==> /design/flow/run.sh <==
#!/bin/bash
# OpenROAD 26Q1-2900-gdf79404cd8, Yosys 0.63+post, stock flow scripts
make -C /OpenROAD-flow-scripts/flow DESIGN_CONFIG=/design/flow/config.mk WORK_HOME=/design/flow/orfs finish
==> /design/flow/config.mk <==
export PLATFORM = sky130hd
export DESIGN_NAME = regfile
export DESIGN_NICKNAME = regfile
export VERILOG_FILES = /design/flow/design.v
export SDC_FILE = /design/flow/constraint.sdc
export NUM_CORES = 4
export LEC_CHECK = 1
export CORE_UTILIZATION = 30
==> /design/flow/constraint.sdc <==
current_design regfile

set clk_period 8.7
set clk_io_pct 0.2

create_clock -name clk0 -period $clk_period [get_ports {clk}]

set non_clock_inputs [all_inputs -no_clocks]
set_input_delay [expr $clk_period * $clk_io_pct] -clock clk0 $non_clock_inputs
set_output_delay [expr $clk_period * $clk_io_pct] -clock clk0 [all_outputs]
==> changes_impl.md <==
### Metrics

- Port buffer count: 176
- Flip-flops with a built-in enable: 0
- RSZ-0062 raised after global routing: false
- Global Route Usage Sum: 48.6%
- Hold Slack: 0.553 ns
- Status: finished, violations left
- Ys flop type: dfxtp_1
- Vias in the first global route: 60000
- HP Class: register to register
- Log Warnings: 38
- TritonRoute pass-1 iters: 12
- Biggest register: mem_r
- Commonest Layout Cell: a22oi_1
- Worst hold stages: 2
- Critical Path Source Type: input pin
- Most frequent cells in the layout: a22oi_1 (1152), nor2_1 (1070), dfxtp_1 (1024)
- Post-DP HPWL: 298000 um
- CTS Buf Count: 118
- Yosys Chip Area: 55600 um^2
- Post-CTS Resized: 0
- FF-to-FF Start: mem_r[24][26]
- CTS Hold Bufs: 0
- H-tree depth: 3
- CTS tree: done
- Via density: 7.17
- R2R depth: 2
- DP Worst Slack: 1.23 ns
- Root buffer cell: clkbuf_16
- Critical Path End Type: output pin
- Detail Route Antenna Nets: 0
- Flop2flop setup slack: 7.73 ns
- Largest registers: mem_r (1024)
- Slew HR: -11.9%
- Layout cell share with drive strength beyond 1: 11.9%
- First-pass GRT wire length: 589000 um
- Yosys warning total: 3
- Fmax: 128 MHz
- Post-synth area hogs: dfxtp_1 (37%), mux2i_1 (18%), a22oi_1 (16%), nor2_1 (7.6%), clkbuf_1 (2.1%)
- Die Y: 432 um
- Hold Startpoint: mem_r[18][8]
- Routability Congestion: 1.12
- Fin worst setup slack: 0.887 ns
- Via count: 65100
- # Cells Yosys: 6442
- Final Cycle Share: 89.8%
- Sequential element share of the synthesized area: 36.9%
- Clk pin slew, worst setup/hold paths: 0.06 ns
- Total die size: 187000 um^2
- Final Critical Period: 7.81 ns
- Worst slew pin tran: 1.66 ns
- Syn Area/Cell: 8.63 um^2
- Crit path kind: input pin to output pin
- Final WL: 453000 um
- Failing checks: max-capacitance violations, max-slew violations
- Clk_skew: 0 ns
- Pins Over Slew Limit: 2
- Synthesized instance count: 6442
- Chip Width: 432 um
- Clk latency of the worst-skew pair: 0.81 ns
- Max Cap Viol: 1
- P_leak: 26.7 nW
- Clock Sinks: 1024
- Top-area cell share: 36.9%
- Number of flip-flops in the largest register: 1024
- Post-synth regs: 1024
- Final Cell Area: 65800 um^2
- Core ar.: 183000 um^2
- Hold Path End: mem_r[18][8]
- Final setup violation count: 0
- Worst VDD drop: 0.000197 V
- Reg2reg end: mem_r[24][26]
- Area grow syn2layout: 18.3%
- FP Rows: 157
- I/O pin count: 177
- Cell taking the most area after synthesis: dfxtp_1
- Mapped Area: 55600 um^2
- # DRC: 0
- Grt total ovfl: 0
- Pin count of the biggest net entering global routing: 158
- PwrDens: 198 nW/um^2
- Post-Route Setup TNS: 0 ns
- WL/cell: 49.9 um
- Dpl cell area: 61400 um^2
- Yosys cell types: 65
- Max FO, Critical Path: 23
- Data arrival, critical path: 6.07 ns
- Initial antenna violation count: 62
- Post CTS Setup Buffer Count: 0
- Iter 0 DRT Violations: 10700
- Core Util, Final: 35.8%
- Final Hold Fails: 0
- Floorplan core density: 30.3%
- CP required: 6.96 ns
- Maximum clock insertion buffer count: 3
- Fraction of registers with async set/reset: 0%
[critical path, cell delays in order]
cell,delay [ns]
clkdlybuf4s50_1,0.61
buf_4,0.38
or3_1,0.57
nor2_4,0.96
buf_4,0.42
a22oi_1,0.10
nand2_1,0.07
nor3_1,0.08
a21oi_1,0.53
clkdlybuf4s50_1,0.58
[metal layers]
metal	track usage, %	vias to the layer above	share of wire, %
met1	60.7	32000	37
met3	25.5	2295	15
li1	-	24200	-
met5	1.01	-	0.11
met2	63.2	6533	39
met4	35.3	54	9.4
[logic make-up after synthesis]
family / count (synthesis) / synth area share [%]
DFF: 1024 / 36.9
AOI/OAI and AO/OA: 1685 / 22.9
muxes: 1014 / 18.4
and+or+nand+nor: 2038 / 16.5
buffers and inverters: 681 / 5.40
[metrics by stage]
stage	instances	total power, mW
2_1_floorplan	6442	6.23
3_3_place_gp	8809	7.39
3_5_place_dp	8809	7.39
4_1_cts	9028	12.9
5_1_grt	9033	13.2
6_report	9078	13.0
[area by class of cell]
cell class,instances,area (um^2)
antenna,50,125
clock buffer,156,3300
clock inverter,63,926
fill,18700,118000
inverter,7,26.3
multi-input combinational,4737,32700
sequential,1024,20500
tap,2464,3080
timing repair buffer,577,5110
[synth_stat cells, types with 64 or more instances]
cell type / instances
mux2i_1: 989
clkbuf_1: 318
nand2_1: 288
a22o_1: 64
buf_2: 196
dfxtp_1: 1024
a22oi_1: 1152
buf_1: 110
nor2b_1: 100
nor2_1: 1131
nor3_1: 90
nand4_1: 164
a21oi_1: 120
nand3_1: 70
a211o_1: 82
[worst max path at each step]
stage,from,to,cells after the start
CTS,debug_addr[3],debug_data[28],10
global route,debug_addr[3],debug_data[27],10
finish,debug_addr[3],debug_data[13],10
[report_power, final]
group	leakage (nW)	internal, mW	switching [mW]
sequential	8.47	4.98	0.499
combinational	16.2	0.647	1.33
clock	2.05	3.29	2.29
No activity file was given, so power comes from the tool's default toggle rates.
