===== design/flow/config.mk =====
export PLATFORM = sky130hd
export DESIGN_NAME = tagfifo
export DESIGN_NICKNAME = tagfifo
export VERILOG_FILES = /design/flow/design.v
export SDC_FILE = /design/flow/constraint.sdc
export NUM_CORES = 4
export LEC_CHECK = 1
export CORE_UTILIZATION = 30

===== design/flow/run.sh =====
#!/bin/bash
# OpenROAD 26Q1-2900-gdf79404cd8, Yosys 0.63+post, stock flow scripts
make -C /OpenROAD-flow-scripts/flow DESIGN_CONFIG=/design/flow/config.mk WORK_HOME=/design/flow/orfs finish

===== design/flow/design.v =====
`timescale 1ns/1ps
module tagfifo #(
   parameter integer W_ENTRY = 6,
   parameter integer W_TAG   = 6
)(
   input                  clk,
   input                  reset,
   input                  dispatch_ren,
   output reg             dispatch_full,
   output reg             dispatch_empty,
   output reg [W_TAG-1:0] dispatch_tag,
   input      [W_TAG-1:0] cdb_tag,
   input                  cdb_valid
);
   localparam integer N_ENTRY = 2 ** W_ENTRY;
   reg [W_TAG-1:0] mem   [N_ENTRY-1:0];
   reg [W_TAG-1:0] mem_r [N_ENTRY-1:0];
   reg [W_ENTRY:0] wptr, wptr_r, wptr_i;
   reg [W_ENTRY:0] rptr, rptr_r, rprt_i;
   reg is_empty, is_full;
   reg is_pop, is_push;
   always @(*) begin : tagfifo_oreg_proc
      dispatch_tag   = mem_r[rptr_r[W_ENTRY-1:0]];
      dispatch_empty = is_empty;
      dispatch_full  = is_full;
   end
   always @(*) begin : tagfifo_flags_proc
      is_empty = wptr_r[W_ENTRY] == rptr_r[W_ENTRY] & wptr_r[W_ENTRY-1:0] == rptr_r[W_ENTRY-1:0];
      is_full  = wptr_r[W_ENTRY] != rptr_r[W_ENTRY] & wptr_r[W_ENTRY-1:0] == rptr_r[W_ENTRY-1:0];
      is_pop  = ~dispatch_empty & dispatch_ren;
      is_push = ~dispatch_full  & cdb_valid;
      rptr = (is_pop)  ? rptr_r + 1 : rptr_r;
      wptr = (is_push) ? wptr_r + 1 : wptr_r;
   end
   always @(*) begin  : tagfifo_assign_proc
      integer i;
      for (i = 0; i < N_ENTRY; i = i + 1) mem[i] = mem_r[i];
      wptr_i = wptr_r[W_ENTRY-1:0];
      mem[wptr_i] = (is_push) ? cdb_tag : mem_r[wptr_i];
   end
   always @(posedge clk) begin : tagfifo_mem_reg
      integer i;
      for (i = 0; i < N_ENTRY; i = i + 1) begin
         mem_r[i] <= (reset) ? i : mem[i];
      end
   end
   always @(posedge clk) begin : tagfifo_ptr_reg
      wptr_r <= (reset) ? N_ENTRY : wptr;
      rptr_r <= (reset) ? 'h0     : rptr;
   end
endmodule

===== design/flow/constraint.sdc =====
current_design tagfifo

set clk_period 5.9
set clk_io_pct 0.2

create_clock -name clk0 -period $clk_period [get_ports {clk}]

set non_clock_inputs [all_inputs -no_clocks]
set_input_delay [expr $clk_period * $clk_io_pct] -clock clk0 $non_clock_inputs
set_output_delay [expr $clk_period * $clk_io_pct] -clock clk0 [all_outputs]

==> impl_metrics.yaml <==
# synthesis and place-and-route metrics
power_and_ir_drop:
  pwr_density_cell_nw_per_um2: 423
  clockPowerShare: 0.287
  p_sw_uw: 5150
  ir_worst_vdd_v: 0.000293
  sw_frac_of_total: 0.461
  comb_power_share: 0.304
  p_int_uw: 6010
  seqPwrFrac: 0.409
  power_leakage_uw: 0.00902
run:
  cap_violations: 0
  warnings: 35
final_timing:
  finClkSkew_ps: 50.3
  max_freq_ghz: 0.170
  drv_slew: 0
  finalSetupViolations: 0
  relSlewSlack: 0.182
  finalCritPeriodShare: 0.997
  tightest_slew_ps: 1230
  fin_crit_ps: 5880
  tns_ps: 0
  rsz0062_at_grt: "false"
  hold_violations: 0
floorplan:
  rows: 99
  io_pins: 18
  chipArea_um2: 75900
  core-area_um2: 73500
  die_y_um: 275
  die_width_um: 275
  fp_util: 0.306
synthesis:
  ys_cells: 2836
  numSynthFlops: 398
  synth_cell_type_count: 88
  syn_area_um2: 22400
  synth_area_per_cell_um2: 7.91
  yosys_warnings: 3
  ys_seq_frac: 0.355
  edf_count: 0
  ys_chip_area_um2: 22400
  ff_type: "dfxtp_1"
  syn_inst: 2836
  synthArstFlopShare: 0
route:
  num_vias: 28000
  antenna_left: 0
  via_per_inst: 7.23
  drtIter0Drc: 4335
  drc_errors: 0
  wl_per_cell_um: 53.3
  routed_wl_um: 207000
  first_pass_iters: 7
cts:
  clk_latency_ps: 640
  cts_resized: 0
  cts_buffers: 46
  cts_tree: "built"
  cts_setup_buffers: 0
  clkSlewWorstSetupHoldPaths_ps: 60
  ctsHoldBuffers: 0
  cts_sinks: 398
  root_buffer: "clkbuf_16"
  cts.path.max_buffers: 3
  cts_htree_levels: 2
global_routing:
  grt-ovfl-total: 0
  grt_pass1_vias: 24700
  grt_first_pass_wirelength_um: 261000
  track_usage: 0.550
  antenna_found_initial: 33
  grt_max_degree: 134
placed_design:
  gp_congestion: 1.16
  dp.cells: 3779
  portBuffers: 17
  hpwl_um: 161000
final_layout:
  synthToLayoutAreaGrowth_pct: 17.7
  fillCellCount: 7704
  drive_gt1_frac: 0.142
  mi_logic_area_um2: 13200
  regArea_um2: 7980
  final_cells: 3875
critical_path:
  crit_arrival_ps: 4700
  critPathCaptureType: "output port"
  crit_type: "reg2out"
  crit_required_ps: 4720
  critical_path.startpoint_type: "flop"
  path_max_fanout: 15
run_status:
  status: "complete, no violations"
worst_hold_path:
  hp-class: "reg2reg"
[cell usage after synthesis, drive strengths merged (9+ instances only)]
| library cell | count | area, um2 |
|---|---|---|
| a211oi | 31 | 233 |
| a21oi | 275 | 1380 |
| a221o | 38 | 380 |
| a221oi | 22 | 193 |
| a222oi | 9 | 90.1 |
| a22o | 20 | 175 |
| a22oi | 160 | 1200 |
| a311oi | 12 | 105 |
| a31oi | 28 | 175 |
| a32o | 70 | 701 |
| a32oi | 49 | 429 |
| and2 | 15 | 93.8 |
| and3 | 34 | 213 |
| buf | 107 | 656 |
| clkbuf | 167 | 627 |
| dfxtp | 398 | 7970 |
| inv | 24 | 90.1 |
| mux2 | 26 | 293 |
| mux2i | 34 | 340 |
| nand2 | 194 | 728 |
| nand2b | 20 | 125 |
| nand3 | 142 | 716 |
| nand3b | 11 | 82.6 |
| nand4 | 59 | 369 |
| nor2 | 217 | 817 |
| nor2b | 18 | 113 |
| nor3 | 116 | 596 |
| nor3b | 9 | 77.6 |
| nor4 | 16 | 128 |
| o211ai | 9 | 67.6 |
| o21a | 9 | 67.6 |
| o21ai | 283 | 1420 |
| o22ai | 18 | 125 |
| o31ai | 35 | 263 |
| or2 | 10 | 62.6 |
| or3 | 15 | 98.8 |
| or4 | 9 | 67.6 |
| xor2 | 9 | 78.8 |
[path summary, 6_finish.rpt]
| path | depth (start not counted) | endpoint | startpoint | slack [ps] |
|---|---|---|---|---|
| max | 11 | dispatch_tag[3] | rptr_r[0]$_SDFFE_PP0P_ | 20 |
| min reg2reg | 2 | mem_r[0][2]$_SDFFE_PP0P_ | mem_r[0][2]$_SDFFE_PP0P_ | 490 |
| max reg2reg | 12 | mem_r[11][3]$_SDFFE_PP1N_ | wptr_r[2]$_SDFFE_PP0P_ | 600 |
| min | 2 | mem_r[0][2]$_SDFFE_PP0P_ | mem_r[0][2]$_SDFFE_PP0P_ | 490 |
[flip-flops by register name, indices dropped and copies added (netlist names)]
signal,cells
mem_r,384
rptr_r,7
wptr_r,7
[kinds of logic after synthesis]
group                    count (synthesis)  synth area share
buffers and inverters                  301            0.0617
adder cells (fa/ha/maj)                  8           0.00446
AND-OR/OR-AND                         1128             0.336
AND/OR/NAND/NOR                        923             0.207
multiplexers                            61            0.0292
flip-flops                             398             0.355
XOR/XNOR                                17           0.00664
[through the flow]
| step | hold slack, ps | total power (uW) | worst slack (ps) | cell area [um2] | util |
|---|---|---|---|---|---|
| 6_report | 487 | 11200 | 18.1 | 26400 | 0.360 |
| 5_1_grt | 507 | 11200 | 83.2 | 26400 | 0.359 |
| 4_1_cts | 482 | 10800 | 244 | 26400 | 0.359 |
| 3_5_place_dp | 476 | 7620 | 861 | 24700 | 0.337 |
| 3_3_place_gp | 474 | 7640 | 859 | 24700 | 0.337 |
| 2_1_floorplan | 444 | 5080 | 2110 | 22400 | - |
[worst max-delay path, stage by stage (launching register included)]
cell and delay, ps:
dfxtp_1 450, inv_1 100, ha_1 490, nand3b_1 420, nor2_1 170, a22oi_1 270
nand4_1 210, or4_1 580, nor3_1 480, o211ai_1 190, mux2_2 330, clkdlybuf4s50_1 400
[per-layer routing]
layer | vias up | track usage | part of all wire
li1 | 11000 | - | -
met1 | 13900 | 0.693 | 0.38
met2 | 2392 | 0.705 | 0.38
met3 | 686 | 0.311 | 0.15
met4 | 26 | 0.371 | 0.088
met5 | - | 0.0320 | 0.0022
[power groups by stage]
| stage | clock, uW | combinational, uW | sequential [uW] |
|---|---|---|---|
| after CTS | 3200 | 3190 | 4380 |
| after global routing | 3300 | 3400 | 4470 |
| final | 3200 | 3400 | 4570 |
[layout make-up]
cell class / count / share of cell area
clock buffer: 63 / 0.0487
tap: 959 / 0.0454
antenna: 13 / 0.00123
multi-input combinational: 2137 / 0.501
inverter: 27 / 0.00393
sequential: 398 / 0.302
timing repair buffer: 258 / 0.0841
clock inverter: 20 / 0.0133
[cell usage in the layout (no fill, tap or decap), drive strengths merged, types with 12 or more instances in the layout]
| cell type | n |
|---|---|
| a22oi | 160 |
| nor3 | 116 |
| o31ai | 35 |
| or3 | 15 |
| a211oi | 31 |
| diode | 13 |
| clkbuf | 63 |
| a31oi | 28 |
| o21ai | 283 |
| nor4 | 16 |
| o22ai | 18 |
| a221oi | 22 |
| mux2i | 34 |
| a21oi | 275 |
| nor2 | 217 |
| and3 | 34 |
| nand2 | 194 |
| clkdlybuf4s50 | 16 |
| a32o | 70 |
| and2 | 15 |
| buf | 242 |
| a221o | 38 |
| a32oi | 49 |
| inv | 27 |
| a311oi | 12 |
| nand4 | 59 |
| nand3 | 142 |
| nand2b | 20 |
| a22o | 20 |
| nor2b | 18 |
| mux2 | 26 |
| dfxtp | 398 |
No activity file was given, so power comes from the tool's default toggle rates.
