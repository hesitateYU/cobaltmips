`config.mk`:
```
export PLATFORM = sky130hd
export DESIGN_NAME = rst
export DESIGN_NICKNAME = rst
export VERILOG_FILES = /design/flow/design.v
export SDC_FILE = /design/flow/constraint.sdc
export NUM_CORES = 4
export LEC_CHECK = 1
export CORE_UTILIZATION = 50
```
`constraint.sdc`:
```
current_design rst

set clk_period 12.9
set clk_io_pct 0.2

create_clock -name clk0 -period $clk_period [get_ports {clk}]

set non_clock_inputs [all_inputs -no_clocks]
set_input_delay [expr $clk_period * $clk_io_pct] -clock clk0 $non_clock_inputs
set_output_delay [expr $clk_period * $clk_io_pct] -clock clk0 [all_outputs]
```
`design.v`:
```
`timescale 1ns/1ps
module rst #(
   parameter integer W_ADDR = 5,
   parameter integer W_TAG  = 6
)(
   input                   clk,
   input                   reset,
   input      [W_ADDR-1:0] dispatch_rsaddr,
   input      [W_ADDR-1:0] dispatch_rtaddr,
   output reg [ W_TAG-1:0] dispatch_rstag,
   output reg [ W_TAG-1:0] dispatch_rttag,
   output reg              dispatch_rsvalid,
   output reg              dispatch_rtvalid,
   input      [W_ADDR-1:0] dispatch_addr,
   input      [ W_TAG-1:0] dispatch_tag,
   input                   dispatch_valid,
   input      [ W_TAG-1:0] cdb_tag,
   input                   cdb_valid,
   output reg [(2**W_ADDR)-1:0] regfile_wen_onehot
);
   localparam integer W_DATA  = W_TAG + 1;
   localparam integer N_ENTRY = 2 ** W_ADDR;
   reg [W_DATA-1:0] mem   [N_ENTRY-1:0];
   reg [W_DATA-1:0] mem_r [N_ENTRY-1:0];
   reg [W_ADDR-1:0] cdb_tag_addr;
   reg              cdb_tag_found;
   always @(*) begin : rst_read_proc
      { dispatch_rsvalid, dispatch_rstag } = mem_r[dispatch_rsaddr];
      { dispatch_rtvalid, dispatch_rttag } = mem_r[dispatch_rtaddr];
   end
   always @(*) begin : rst_write_proc
      integer i;
      reg is_same_addr;
      for (i = 0; i < N_ENTRY; i = i + 1) mem[i] = mem_r[i];
      is_same_addr = dispatch_addr == cdb_tag_addr;
      if (dispatch_valid)
         mem[dispatch_addr] = { dispatch_valid, dispatch_tag };
      if (cdb_valid && cdb_tag_found && !(is_same_addr && dispatch_valid))
         mem[cdb_tag_addr] = { ~cdb_valid, { W_TAG {1'b0}} };
   end
   integer n_matches;
   always @(*) begin : rst_lookup_proc
      integer i, n_matches;
      reg [W_TAG-1:0] tag;
      reg             tag_valid;
      cdb_tag_found = 'h0;
      cdb_tag_addr  = 'h0;
      n_matches     = 'h0;
      for (i = 0; i < N_ENTRY; i = i + 1) begin
         {tag_valid, tag} = mem_r[i];
         if (cdb_tag == tag & tag_valid) begin
            cdb_tag_found = 1'b1;
            cdb_tag_addr  = i;
            n_matches     = n_matches + 1;
         end
      end
   end
   always @(posedge clk) begin : rst_checkers_proc
   end
   always @(*) begin : rst_onehot_proc
      integer i;
      for (i = 0; i < N_ENTRY; i = i + 1) begin
         regfile_wen_onehot[i] = (cdb_tag_addr == i) && cdb_tag_found && cdb_valid;
      end
   end
   always @(posedge clk) begin : rst_mem_reg
      integer i;
      for (i = 0; i < N_ENTRY; i = i + 1) begin
         mem_r[i] <= (reset) ? 'h0 : mem[i];
      end
   end
endmodule
```
`run.sh`:
```
#!/bin/bash
# OpenROAD 26Q1-2900-gdf79404cd8, Yosys 0.63+post, stock flow scripts
make -C /OpenROAD-flow-scripts/flow DESIGN_CONFIG=/design/flow/config.mk WORK_HOME=/design/flow/orfs finish
```
==> impl_metrics.py <==
# Auto-generated metrics
metrics = {
    "run": {
        "drv_cap": 0,
        "warnings": 25,
    },
    "clock_tree": {
        "cts_buffers": 24,
        "clk_path_buf_depth": 3,
        "post_cts_resized": 0,
        "clk_pin_slew_worst_paths_ps": 60,
        "post_cts_buffers": 0,
        "tritoncts": "built",
        "htree_levels": 1,
        "holdBufCountCts": 0,
        "cts_sinks": 224,
        "worstSkewPairLatency_ps": 560,
        "cts-root-buf": "clkbuf_16",
    },
    "worst_setup_path": {
        "required_ps": 10320,
        "critical_path.startpoint_type": "input port",
        "worstPathArrival_ps": 6900,
        "crit_path_end_kind": "primary output",
        "worstPathMaxFanout": 32,
        "criticalPathCategory": "in2out",
    },
    "finish": {
        "logic_area_mm2": 0.00927,
        "drive_gt1_frac": 0.107,
        "lay_top_count": "dfxtp_1",
        "lay_top_cells": "dfxtp_1 (224), nor3_1 (216), mux2i_1 (192)",
        "largest_register": "mem_r",
        "seqCellArea_mm2": 0.00448,
        "final_cells": 2154,
        "largest_register_ffs": 224,
        "reg_top3": "mem_r: 224 flops",
        "final_util": 0.598,
        "synthToLayoutAreaGrowth_pct": 17.5,
        "fillers": 2227,
    },
    "sta": {
        "final.period_utilization": 0.735,
        "finalSetupTns_ps": 0,
        "rsz0062_at_grt": "false",
        "worst_slew_pin_slew_ps": 1240,
        "fin_hold_ws_ps": 557,
        "min_period_ps": 9480,
        "fmax_mhz": 105,
        "hold_viol_final": 0,
        "slew_violations": 0,
        "skew_ps": 33.6,
        "slew_headroom": 0.168,
        "setup_violations": 0,
    },
    "global_route": {
        "gr-total-overflow": 0,
        "grt_max_degree": 75,
        "grt_pass1_wl_um": 115000,
        "antenna_found_initial": 3,
        "track_usage": 0.592,
        "grt_pass1_vias": 14900,
    },
    "routing": {
        "wire_per_inst_um": 39.1,
        "postRouteAntennaNets": 0,
        "drc": 0,
        "drt_iter0_drc": 2433,
        "via_count": 16300,
        "firstDrtPassIters": 6,
        "wirelength_um": 84300,
        "routed_via_density": 7.58,
    },
    "hold_path": {
        "min_path_type": "reg2reg",
    },
    "power": {
        "power_frac_comb": 0.100,
        "swShare": 0.275,
        "leakagePower_nw": 6.14,
        "peakVddDrop_v": 0.000110,
        "power_w": 0.00157,
        "p_switching_w": 0.000433,
        "powerDensity_mw_per_mm2": 94.5,
        "p_clk_frac": 0.447,
        "internal-power_w": 0.00114,
        "power_frac_seq": 0.453,
    },
    "synthesis": {
        "synth-async-reset-ratio": 0,
        "flop_cell": "dfxtp_1",
        "synth.distinct_cells": 58,
        "netlist_instances": 1634,
        "ys_warn_count": 3,
        "synth_seq_share": 0.317,
        "ys_seq_elements": 224,
        "avgSynthCellArea_um2": 8.67,
        "netlist_area_mm2": 0.0142,
        "ys_chip_area_mm2": 0.0142,
        "yosysCellCount": 1634,
        "edf_count": 0,
    },
    "place": {
        "port_buffers": 76,
        "place_inst": 2110,
        "hpwl_um": 61600,
        "routabilityCongestion": 1.24,
    },
    "floorplan": {
        "fp-row-count": 61,
        "core_mm2": 0.0279,
        "die_w_um": 170,
        "die_area_mm2": 0.0290,
        "floorplan.core_util": 0.508,
        "top_level_ports": 77,
        "die_y_um": 170,
    },
    "status": {
        "status": "completed",
    },
}
## critical path: stages
cell	delay [ps]
buf_2	80
buf_4	530
xnor2_1	180
nand4_1	110
nor4_1	920
nor2b_1	230
o31ai_1	80
a211oi_1	840
or2_1	290
nand2b_1	490
nor2_1	120
clkdlybuf4s50_1	420
## power groups by stage
stage / clock network, W / logic (W) / registers (W)
after CTS: 0.000694 / 0.000149 / 0.000710
final: 0.000703 / 0.000158 / 0.000712
after global routing: 0.000726 / 0.000161 / 0.000711
## Yosys cell counts (5+ instances only)
cell / instances / area, um2
nand2_1: 58 / 218
a22oi_1: 9 / 67.6
clkbuf_1: 64 / 240
nand2b_1: 9 / 56.3
o22a_1: 11 / 96.3
a221oi_1: 106 / 928
buf_2: 15 / 75.1
nand3_1: 13 / 65.1
nor2_1: 159 / 597
dfxtp_1: 224 / 4480
nand3b_1: 6 / 45.0
or2_2: 5 / 31.3
buf_4: 14 / 105
or3_1: 8 / 50.1
mux2i_1: 192 / 1920
a21oi_1: 19 / 95.1
nor2b_1: 9 / 56.3
nor4_1: 37 / 231
or4_1: 9 / 67.6
a211oi_1: 7 / 52.6
xnor2_1: 99 / 867
xor2_1: 93 / 815
a22o_1: 96 / 841
o21ai_0: 23 / 115
nand4_1: 63 / 394
nor3_1: 222 / 1110
inv_1: 5 / 18.8
nor3_2: 5 / 50.1
## per-layer routing
metal | share of wire | wire (um) | vias to the layer above | global-route usage
met1 | 0.36 | 30000 | 7682 | 0.742
met3 | 0.16 | 13800 | 499 | 0.301
li1 | - | - | 6506 | -
met2 | 0.38 | 31700 | 1626 | 0.770
met5 | 0.0030 | 253 | - | 0.0696
met4 | 0.10 | 8540 | 8 | 0.437
## final timing paths
kind              slack [ps]  cells past startpoint          from                    end
setup reg to reg        8120                     11  mem_r[12][0]            mem_r[0][4]
hold reg to reg          560                      2   mem_r[8][6]            mem_r[8][6]
setup / recovery        3420                     12    cdb_tag[3]  regfile_wen_onehot[9]
hold / removal           560                      2   mem_r[8][6]            mem_r[8][6]
## cell families (layout without fill, tap and decap cells)
family | Yosys count | after routing | share of synthesized area
multiplexers | 193 | 193 | 0.136
buffers and inverters | 100 | 240 | 0.0315
AND-OR/OR-AND | 304 | 304 | 0.175
flip-flops | 224 | 224 | 0.317
AND/OR/NAND/NOR | 621 | 621 | 0.221
XOR/XNOR | 192 | 192 | 0.119
other | 0 | 2 | 0
## through the flow
stage / setup WS, ps / area, um2
finish: 3420 / 16600
global route: 3230 / 16600
global placement: 3780 / 15900
CTS: 3730 / 16600
detailed placement: 3720 / 15900
floorplan: 4940 / 14200
## final cells by class
| class | instances | area share |
|---|---|---|
| Inverter | 5 | 0.00113 |
| Antenna cell | 2 | 0.000301 |
| Multi-Input combinational cell | 1310 | 0.557 |
| Tap cell | 378 | 0.0284 |
| Clock buffer | 29 | 0.0378 |
| Sequential cell | 224 | 0.269 |
| Clock inverter | 13 | 0.00947 |
| Timing Repair Buffer | 193 | 0.0967 |
Power and IR drop assume default switching activity.
