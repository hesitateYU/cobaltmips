<file path="flow/run.sh">
#!/bin/bash
# OpenROAD 26Q1-2900-gdf79404cd8, Yosys 0.63+post, stock flow scripts
make -C /OpenROAD-flow-scripts/flow DESIGN_CONFIG=/design/flow/config.mk WORK_HOME=/design/flow/orfs finish
</file>
<file path="flow/config.mk">
export PLATFORM = sky130hd
export DESIGN_NAME = rst_mem
export DESIGN_NICKNAME = rst_mem
export VERILOG_FILES = /design/flow/design.v
export SDC_FILE = /design/flow/constraint.sdc
export NUM_CORES = 4
export LEC_CHECK = 1
export CORE_UTILIZATION = 30
</file>
<file path="flow/design.v">
`timescale 1ns/1ps
module rst_mem #(
   parameter integer W_ADDR       = 5,
   parameter integer W_DATA       = 7,
   parameter integer W_TAG        = 6,
   parameter integer INCLUDE_OREG = 1
)(
   input                   clk,
   input                   reset,
   input      [W_ADDR-1:0] rport0_addr,
   output reg [W_DATA-1:0] rport0_data,
   input      [W_ADDR-1:0] rport1_addr,
   output reg [W_DATA-1:0] rport1_data,
   input      [W_ADDR-1:0] wport0_addr,
   input      [W_DATA-1:0] wport0_data,
   input                   wport0_wen,
   input      [W_ADDR-1:0] wport1_addr,
   input      [W_DATA-1:0] wport1_data,
   input                   wport1_wen,
   input      [ W_TAG-1:0] lookup_tag,
   output reg              lookup_found,
   output reg [W_ADDR-1:0] lookup_addr
);
   localparam N_ENTRY = 2 ** W_ADDR;
   reg [W_DATA-1:0] mem   [N_ENTRY-1:0];
   reg [W_DATA-1:0] mem_r [N_ENTRY-1:0];
   reg [W_DATA-1:0] dout0, dout0_r;
   reg [W_DATA-1:0] dout1, dout1_r;
   always @(*) begin : rst_mem_write_proc
      integer i;
      for (i = 0; i < N_ENTRY; i = i + 1) mem[i] = mem_r[i];
      if (wport0_wen) mem[wport0_addr] = wport0_data;
      if (wport1_wen) mem[wport1_addr] = wport1_data;
  end
   always @(*) begin : rst_mem_read_proc
      dout0 = mem_r[rport0_addr];
      dout1 = mem_r[rport1_addr];
   end
   always @(*) begin : rst_oreg_assign_proc
      if (INCLUDE_OREG) begin
         rport0_data = dout0_r;
         rport1_data = dout1_r;
      end else begin
         rport0_data = dout0;
         rport1_data = dout1;
      end
   end
   always @(*) begin : rst_lookup_proc
      integer i;
      lookup_found = '0;
      lookup_addr  = '0;
      for (i = 0; i < N_ENTRY; i = i + 1) begin
         if (lookup_tag == mem_r[i][W_TAG-1:0]) begin
            lookup_found = 1;
            lookup_addr  = i;
         end
      end
   end
   always @(posedge clk) begin : rst_dout_reg
      dout0_r <= (reset) ? '0 : dout0;
      dout1_r <= (reset) ? '0 : dout1;
   end
   always @(posedge clk) begin : rst_mem_assign
      integer i;
      for (i = 0; i < N_ENTRY; i = i + 1) begin
         mem_r[i] <= (reset) ? '0 : mem[i];
      end
   end
endmodule
</file>
<file path="flow/constraint.sdc">
current_design rst_mem

set clk_period 5.2
set clk_io_pct 0.2

create_clock -name clk0 -period $clk_period [get_ports {clk}]

set non_clock_inputs [all_inputs -no_clocks]
set_input_delay [expr $clk_period * $clk_io_pct] -clock clk0 $non_clock_inputs
set_output_delay [expr $clk_period * $clk_io_pct] -clock clk0 [all_outputs]
</file>
==> impl_metrics.toml <==
# synthesis and place-and-route metrics
[clock_network]
cts_tree = "built"
clock_latency_ns = 0.61
clkTransAtPathRegs_ns = 0.06
clock_path_buffers = 3
numClockSinks = 238
cts_setup_buffers = 0
cts_made_buffers = 28
cts-root-buf = "clkbuf_16"
post_cts_resized = 0
htree_levels = 1
cts_hold_buf = 0

[route]
via_per_inst = 6.53
drt_iter0_drc = 1982
drc = 0
vias = 17700
insertedDiodeCount = 0
routed_wirelength_um = 116000
drt_pass1_iterations = 5
detail_route.wl_per_cell_um = 42.9
drtAntennaViolNets = 0

[power]
ir_worst_vdd_mv = 0.249
power_frac_seq_pct = 42.0
p_int_mw = 3.27
swShare_pct = 29.9
comb_power_share_pct = 13.7
p_leak_nw = 6.80
p_sw_mw = 1.39
pwr-share-clk_pct = 44.3
p_per_area_nw_per_um2 = 250

[floorplan]
die_h_um = 233
die-area_um2 = 54100
initCoreUtil_pct = 30.4
num_io_pins = 64
coreArea_um2 = 52600
die_width_um = 233
row_count = 84

[global_routing]
grt_usage_pct = 44.0
grt_remaining_overflow = 0
antenna_found_initial = 5
grt_pass1_wl_um = 154000
grt_max_degree = 129
grt_pass1_vias = 16200

[timing]
final-hold-violation-count = 0
maxSlewHeadroom_pct = 32.5
hold_slack_ns = 0.525
finalSetupTns_ns = 0
fin_crit_sh_pct = 96.0
setup_viol = 0
fmax_ghz = 0.200
finClkSkew_ns = 0.0182
fin_crit_ns = 4.99
slew_viol_final = 0
finalWorstSetupSlack_ns = 0.205
worst_slew_pin_slew_ns = 1.01
rsz0062_at_grt = "false"

[worst_setup_path]
crit_path_start_kind = "primary input"
path_class = "primary input to primary output"
arrival_ns = 3.95
endpoint_kind = "primary output"
worst-path-max-fanout = 12
worstPathRequired_ns = 4.16

[job]
max_cap_viol_count = 0
tool_warnings = 27

[final_layout]
final_common_cell = "nor2_1"
area_delta_synth_final_pct = 16.6
drive_gt1_share_pct = 11.2
fillers = 5349
lay_top_cells = "nor2_1, dfxtp_1, a211oi_1"

[synthesis]
syn-mean-instance-area_um2 = 8.26
ys_cells = 1933
ys_seq_elements = 238
ys_warn_count = 3
edf_count = 0
synth_cells = 1933
yosysChipArea_um2 = 16000
ys_types = 54
ys_seq_share_pct = 29.8
synthArstFlopShare_pct = 0
netlist_area_um2 = 16000
ff_type = "dfxtp_1"

[placed_design]
hpwl_um = 88500
dp_slack_ns = 0.255
gp_congestion = 1.07
portBuffers = 63

[worst_hold_path]
min_path_type = "flop to flop"

[outcome]
outcome = "finished clean"
==> registers in the layout, indices dropped and copies added, names as in the netlist <==
| signal | cells |
|---|---|
| dout0_r | 7 |
| dout1_r | 7 |
| mem_r | 224 |
==> layout make-up <==
type | instances | area, um^2 | share of cell area (%)
clock inverter | 11 | 160 | 0.860
inverter | 3 | 11.3 | 0.0605
sequential | 238 | 4760 | 25.6
multi-input combinational | 1538 | 10500 | 56.1
clock buffer | 40 | 786 | 4.22
tap | 688 | 861 | 4.62
timing repair buffer | 187 | 1580 | 8.50
==> worst paths after layout <==
| kind | from | to | slack, ns | cells past startpoint |
|---|---|---|---|---|
| worst max-delay path | lookup_tag[4] | lookup_found | 0.21 | 11 |
| worst min-delay path | mem_r[0][6]$_SDFF_PP0_ | mem_r[0][6]$_SDFF_PP0_ | 0.53 | 2 |
| worst max register to register | mem_r[16][5]$_SDFF_PP0_ | dout0_r[5]$_SDFF_PP0_ | 2.63 | 5 |
| worst min register to register | mem_r[0][6]$_SDFF_PP0_ | mem_r[0][6]$_SDFF_PP0_ | 0.53 | 2 |
==> Yosys cell counts, types with 17 or more instances <==
cell type	number	area [um^2]
nand2_1	113	424
a22oi_1	64	480
nand3_1	69	345
nand4_1	48	300
a211oi_1	186	1400
nor3_1	45	225
dfxtp_1	238	4760
xor2_1	90	788
a311oi_1	42	368
nor2_2	28	175
xnor2_1	102	893
nor2_1	316	1190
buf_2	17	85.1
a22o_1	73	639
a221oi_1	73	639
mux2i_1	182	1820
clkbuf_1	115	432
==> through the flow <==
| stage | power, mW | util, % | area [um^2] | std cells |
|---|---|---|---|---|
| after global placement | 2.61 | 33.6 | 17700 | 2654 |
| after global routing | 4.77 | 35.4 | 18600 | 2705 |
| after CTS | 4.66 | 35.4 | 18600 | 2705 |
| after detailed placement | 2.61 | 33.6 | 17700 | 2654 |
| after floorplan | 2.28 | - | 16000 | 1933 |
| final | 4.66 | 35.4 | 18600 | 2705 |
==> logic make-up (layout without fill, tap and decap cells) <==
group,Yosys count,count (layout),synth area share [%]
AND/OR/NAND/NOR,690,690,19.9
AND-OR/OR-AND,474,474,23.5
flip-flops,238,238,29.8
XOR/XNOR,192,192,10.5
multiplexers,182,182,11.4
buffers and inverters,157,241,4.74
==> metal layers <==
layer / vias to the layer above / track usage, % / routed length (um)
li1: 7356 / - / -
met1: 8790 / 62.3 / 48900
met2: 1233 / 61.5 / 47700
met3: 266 / 12.6 / 12200
met4: 6 / 21.0 / 7090
met5: - / 1.01 / 102
==> worst max-delay path: stages <==
cell and delay (ns):
buf_2 0.28, buf_4 0.33, xnor2_1 0.11, nand4_1 0.10, nor3_1 0.05, buf_4 0.15, and4bb_1 0.35, nor4b_1 0.70
buf_4 0.23, nand4_1 0.13, clkdlybuf4s50_1 0.46
==> power groups by stage <==
stage	registers, mW	logic, mW	clock network [mW]
4_1_cts	1.95	0.619	2.09
5_1_grt	1.96	0.663	2.15
6_report	1.96	0.640	2.06
No activity file was given, so power comes from the tool's default toggle rates.
